==> /design/flow/run.sh <==
#!/bin/bash
# OpenROAD 26Q1-2900-gdf79404cd8, Yosys 0.63+post, stock flow scripts
make -C /OpenROAD-flow-scripts/flow DESIGN_CONFIG=/design/flow/config.mk WORK_HOME=/design/flow/orfs finish
==> /design/flow/config.mk <==
export PLATFORM = sky130hd
export DESIGN_NAME = VGA_layer
export DESIGN_NICKNAME = VGA_layer
export VERILOG_FILES = /design/flow/design.v
export SDC_FILE = /design/flow/constraint.sdc
export NUM_CORES = 4
export LEC_CHECK = 1
export CORE_AREA = 10 10 437 437
export DIE_AREA = 0 0 447 447
==> /design/flow/constraint.sdc <==
current_design VGA_layer

set clk_period 8.7
set clk_io_pct 0.2

create_clock -name clk0 -period $clk_period

set non_clock_inputs [all_inputs -no_clocks]
set_input_delay [expr $clk_period * $clk_io_pct] -clock clk0 $non_clock_inputs
set_output_delay [expr $clk_period * $clk_io_pct] -clock clk0 [all_outputs]
==> /design/flow/design.v <==
module VGA_layer #(
	parameter LAYERS = 64
) (
	input logic [LAYERS-1:0] VGA_SPRITE_ISOBJ, 
	input logic [LAYERS-1:0][15:0] VGA_SPRITE_PIXEL, 
	output logic [7:0] VGA_R, VGA_G, VGA_B, 
	input logic [9:0] VGA_DrawY, 
	input logic [15:0] VGA_VAL 
);
logic [15:0] VGA_L1_ISOBJ;
logic [15:0][15:0] VGA_L1_PIXEL;
logic [3:0] VGA_L2_ISOBJ;
logic [3:0][15:0] VGA_L2_PIXEL;
logic [0:0] VGA_L3_ISOBJ;
logic [0:0][15:0] VGA_L3_PIXEL;
genvar i;
generate     
	for(i = 0; i < 16; i++) begin: generate_VGA_layer_1
		VGA_layer_selector VGA_layer_1 (
			.VGA_SPRITE_ISOBJ(VGA_SPRITE_ISOBJ[i*4+3 : i*4]),
			.VGA_SPRITE_PIXEL(VGA_SPRITE_PIXEL[i*4+3 : i*4]),
			.VGA_PIXEL(VGA_L1_PIXEL[i]),
			.VGA_ISOBJ(VGA_L1_ISOBJ[i])
		);
	end
	for(i = 0; i < 4; i++) begin: generate_VGA_layer_2
		VGA_layer_selector VGA_layer_2 (
			.VGA_SPRITE_ISOBJ(VGA_L1_ISOBJ[i*4+3 : i*4]),
			.VGA_SPRITE_PIXEL(VGA_L1_PIXEL[i*4+3 : i*4]),
			.VGA_PIXEL(VGA_L2_PIXEL[i]),
			.VGA_ISOBJ(VGA_L2_ISOBJ[i])
		);
	end
	for(i = 0; i < 1; i++) begin: generate_VGA_layer_3
		VGA_layer_selector VGA_layer_3 (
			.VGA_SPRITE_ISOBJ(VGA_L2_ISOBJ[i*4+3 : i*4]),
			.VGA_SPRITE_PIXEL(VGA_L2_PIXEL[i*4+3 : i*4]),
			.VGA_PIXEL(VGA_L3_PIXEL[i]),
			.VGA_ISOBJ(VGA_L3_ISOBJ[i])
		);
	end
endgenerate
logic [15:0] VGA_DISPLAY;
assign VGA_R = {VGA_DISPLAY[4:0], VGA_DISPLAY[4:2]};
assign VGA_G = {VGA_DISPLAY[10:5], VGA_DISPLAY[10:9]};
assign VGA_B = {VGA_DISPLAY[15:11], VGA_DISPLAY[15:13]};
assign VGA_DISPLAY = (!VGA_L3_ISOBJ[0] || VGA_DrawY >= 464) ? VGA_VAL : VGA_L3_PIXEL[0]; 
endmodule
module VGA_layer_selector (
	input logic [3:0] VGA_SPRITE_ISOBJ,
	input logic [3:0][15:0] VGA_SPRITE_PIXEL,
	output logic [15:0] VGA_PIXEL,
	output logic VGA_ISOBJ
);
always_comb begin
	if(VGA_SPRITE_ISOBJ[0]) begin
		VGA_PIXEL = VGA_SPRITE_PIXEL[0];
	end else if(VGA_SPRITE_ISOBJ[1]) begin
		VGA_PIXEL = VGA_SPRITE_PIXEL[1];
	end else if(VGA_SPRITE_ISOBJ[2]) begin
		VGA_PIXEL = VGA_SPRITE_PIXEL[2];
	end else if(VGA_SPRITE_ISOBJ[3]) begin
		VGA_PIXEL = VGA_SPRITE_PIXEL[3];
	end else begin
		VGA_PIXEL = 16'h0000;
	end
end
assign VGA_ISOBJ = VGA_SPRITE_ISOBJ[0] | VGA_SPRITE_ISOBJ[1] | VGA_SPRITE_ISOBJ[2] | VGA_SPRITE_ISOBJ[3]; 
endmodule
==> run summary <==
run results: vias in the first global route about 19,000, worst hold path startpoint VGA_VAL[0], Startpoint Class primary input, cell area after synthesis between 8000 and 9000 sq um, Worst setup EP type primary output, Cell Count, Final, Fillers Out 5,043, Post-CTS Setup Bufs 0, routability cong. between 0.9 and 1, router iterations before antenna repair 6, area grow syn2layout 169%, RSZ-0062 raised after global routing no, layout cells sized above 1 under 10%, Hold Path Stages 4, via count between 15,000 and 20,000, I/O pin count 1,138, pin count of the biggest net entering global routing 35, Hold EP VGA_R[3], fin crit share approximately 94%, HP Class primary input to primary output, FFs & Latches 0, Buffers on Ports between 1,000 and 1,500, hold_buf cts 0, Avg WL per Cell ~37 microns, clock group share of total power 0%, TNS Setup 0 ps, count of maximum capacitance violations 0, Total Power 1.22 mW, # clk buffers 0, yosys stat cell total around 1,500, post-route ant nets 0, width of the die 447 microns, register area share after synthesis 0%, Slew headroom ~3.3%, Fin. Hold Viols 0, core area between 150,000 and 200,000 sq um, Static Leak slightly below 8 nW, Log Warnings 36, switching fraction of total power a little under half, Int Pwr roughly 0.64 mW, Max VDD drop roughly 0.021 mV, initial antenna violation count approximately 160, Tmin final 8140 ps, crit path DRT 6960 ps, Total Wirelength 188 mm, hold_ws around 4200 ps, area of the die ~200,000 sq um, post-cts sizing count 0, die height roughly 450 microns, Max FO, Critical Path 12, cell area after layout 24,100 sq um, setup violators final 0, Synth Instances between 1,500 and 2,000, maximum clock rate around 120 MHz, filler instances 20,900, status finished, final reports clean, Mapped Avg Cell Area around 6 sq um, FP Util under 10%, Combinational Power Share ~100%, First DRT Iteration DRCs around 1,500, Cell Type Count around 62, Cell Pwr Density a little over 50 nW/um^2, GRT Total Usage between 15 and 20%, FF+latch area 0 sq um, placed cells approximately 5,000, DRC 0, CP arrival 6400 ps, P_sw around 0.58 mW, number of cell rows between 150 and 200, chip area line of the yosys report 8990 sq um, CP Class primary input to primary output, Final HPWL DP ~170 mm, first-pass GRT wire length between 200 and 250 mm, dpl ws approximately 600 ps, vias per cell roughly 3.8, fin. max-slew vios 0, part of the power in registers 0%, YS warnings 1, gr ovfl total 0, setup ws final 562 ps, Core Util, Final a little over an eighth, worst-margin pin slew approximately 1400 ps, Placed Area roughly 24,000 sq um
==> worst max-delay path, stage by stage <==
cell             delay (ps)
clkdlybuf4s50_1         700
nor4_1                 1290
nand2b_1                520
buf_4                   230
nor3_1                  100
buf_4                   190
a211oi_1                150
o21ai_0                 170
a31oi_1                 430
a31oi_1                 330
clkdlybuf4s50_1         540
==> worst max-delay path by stage <==
stage                           startpoint        to  slack [ps]  cells after the start
after CTS             VGA_SPRITE_ISOBJ[62]  VGA_R[5]         600                     11
after global routing  VGA_SPRITE_ISOBJ[62]  VGA_R[5]         550                      9
final                 VGA_SPRITE_ISOBJ[62]  VGA_R[5]         560                     11
==> cells in the mapped netlist, types with 7 or more instances <==
| cell | n | area (sq um) |
|---|---|---|
| a2111oi_0 | 9 | 78.8 |
| a211oi_1 | 19 | 143 |
| a21oi_1 | 230 | 1150 |
| a221o_1 | 16 | 160 |
| a221oi_1 | 173 | 1520 |
| a22oi_1 | 90 | 676 |
| a31oi_1 | 18 | 113 |
| buf_2 | 12 | 60.1 |
| buf_4 | 10 | 75.1 |
| clkbuf_1 | 160 | 601 |
| inv_1 | 21 | 78.8 |
| nand2_1 | 95 | 357 |
| nand2b_1 | 18 | 113 |
| nand4_1 | 11 | 68.8 |
| nor2_1 | 85 | 319 |
| nor2b_1 | 108 | 676 |
| nor3_1 | 95 | 475 |
| nor4_1 | 11 | 68.8 |
| o211ai_1 | 16 | 120 |
| o21ai_0 | 114 | 571 |
| o221ai_1 | 11 | 96.3 |
| o22ai_1 | 62 | 388 |
| o31ai_1 | 29 | 218 |
| or2_2 | 7 | 43.8 |
==> area by class of cell <==
type                            instances  area [sq um]  share of cell area [%]
Antenna cell                           29          72.6                   0.301
Multi-Input combinational cell       1293          8180                    33.9
Timing Repair Buffer                 1330         12800                    53.2
Tap cell                             2370          2970                    12.3
Inverter                               21          78.8                   0.326
==> power by group through the flow <==
stage     sequential [mW]  combinational, mW   clock [mW]
4_1_cts                 0               1.24            0
5_1_grt                 0               1.28  0.000000237
6_report                0               1.22  0.000000323
==> layer usage <==
layer  routed length (microns)  up-vias  GRT usage (%)  share of wire (%)
met4                      6700       66           4.67                3.6
li1                          -     8397              -                  -
met5                       419        -              0               0.22
met1                     66500     8993           19.6                 35
met2                    101000     1193           34.1                 54
met3                     13300      368           4.40                7.1
==> cell families (layout without fill, tap and decap cells) <==
family                 Yosys count  in the layout  synth area share (%)
AND-OR/OR-AND                  826            826                  62.1
AND/OR/NAND/NOR                464            464                  27.8
other                            0             29                     0
buffers and inverters          212           1351                  9.77
multiplexers                     3              3                 0.334
==> layout by cell type (no fill, tap or decap), types with 11 or more instances in the layout <==
cell | netlist | final
o21ai_0 | 114 | 114
inv_1 | 21 | 21
diode_2 | 0 | 29
nand2_1 | 95 | 95
nand4_1 | 11 | 11
o221ai_1 | 11 | 11
nor3_1 | 95 | 95
a221oi_1 | 173 | 168
nor2b_1 | 108 | 105
nand2b_1 | 18 | 18
o211ai_1 | 16 | 16
buf_4 | 10 | 202
clkdlybuf4s50_1 | 0 | 1121
a211oi_1 | 19 | 19
o22ai_1 | 62 | 62
o31ai_1 | 29 | 29
a31oi_1 | 18 | 18
nor2_1 | 85 | 85
a22oi_1 | 90 | 90
a221o_1 | 16 | 16
a21oi_1 | 230 | 230
Power and IR drop assume default switching activity.
