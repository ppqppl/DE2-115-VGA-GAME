<file path="config.mk">
export PLATFORM = sky130hd
export DESIGN_NAME = lantian_mdio
export DESIGN_NICKNAME = lantian_mdio
export VERILOG_FILES = /design/flow/design.v
export SDC_FILE = /design/flow/constraint.sdc
export NUM_CORES = 4
export LEC_CHECK = 1
export CORE_UTILIZATION = 50
</file>
<file path="constraint.sdc">
current_design lantian_mdio

set clk_period 7.2
set clk_io_pct 0.2

create_clock -name clk0 -period $clk_period [get_ports {clk}]

set non_clock_inputs [all_inputs -no_clocks]
set_input_delay [expr $clk_period * $clk_io_pct] -clock clk0 $non_clock_inputs
set_output_delay [expr $clk_period * $clk_io_pct] -clock clk0 [all_outputs]
</file>
<file path="design.v">
module lantian_mdio #(
	parameter [6:0] CLOCK_DIVIDER = 40
) (
	input logic [4:0] avalon_slave_address,
	input logic avalon_slave_read,
	output logic [31:0] avalon_slave_readdata,
	output logic avalon_slave_waitrequest,
	input logic avalon_slave_write,
	input logic [31:0] avalon_slave_writedata,
	input logic clk,
	input logic reset,
	output logic mdc,
	input logic mdio_in,
	output logic mdio_out,
	output logic mdio_oen,
	input logic[4:0] phy_addr
);
logic[6:0] CLOCK_DIVIDER_HALF;
assign CLOCK_DIVIDER_HALF = {1'b0, CLOCK_DIVIDER[6:1]};
logic [5:0] counter, next_counter;
always_ff @ (posedge clk) begin
	if(reset) begin
		counter <= 6'b0;
	end else begin
		counter <= next_counter;
	end
end
always_comb begin
	if(counter == 6'b0) begin
		next_counter = CLOCK_DIVIDER;
	end else begin
		next_counter = counter - 1;
	end
end
assign mdc = counter < CLOCK_DIVIDER_HALF;
enum logic [6:0] {
	IDLE,
	W_PREP,
	W_START_0,
	W_START_1,
	W_OPCODE_0,
	W_OPCODE_1,
	W_PHY_ADDR_0,
	W_PHY_ADDR_1,
	W_PHY_ADDR_2,
	W_PHY_ADDR_3,
	W_PHY_ADDR_4,
	W_REG_ADDR_0,
	W_REG_ADDR_1,
	W_REG_ADDR_2,
	W_REG_ADDR_3,
	W_REG_ADDR_4,
	W_TA_0,
	W_TA_1,
	W_DATA_0,
	W_DATA_1,
	W_DATA_2,
	W_DATA_3,
	W_DATA_4,
	W_DATA_5,
	W_DATA_6,
	W_DATA_7,
	W_DATA_8,
	W_DATA_9,
	W_DATA_10,
	W_DATA_11,
	W_DATA_12,
	W_DATA_13,
	W_DATA_14,
	W_DATA_15,
	W_DONE,
	R_PREP,
	R_START_0,
	R_START_1,
	R_OPCODE_0,
	R_OPCODE_1,
	R_PHY_ADDR_0,
	R_PHY_ADDR_1,
	R_PHY_ADDR_2,
	R_PHY_ADDR_3,
	R_PHY_ADDR_4,
	R_REG_ADDR_0,
	R_REG_ADDR_1,
	R_REG_ADDR_2,
	R_REG_ADDR_3,
	R_REG_ADDR_4,
	R_TA_0,
	R_TA_1,
	R_DATA_0,
	R_DATA_1,
	R_DATA_2,
	R_DATA_3,
	R_DATA_4,
	R_DATA_5,
	R_DATA_6,
	R_DATA_7,
	R_DATA_8,
	R_DATA_9,
	R_DATA_10,
	R_DATA_11,
	R_DATA_12,
	R_DATA_13,
	R_DATA_14,
	R_DATA_15,
	R_DONE
} state_current, state_next;
assign avalon_slave_readdata[31:16] = 16'b0;
always_ff @ (posedge mdc) begin
	if(reset) begin
		avalon_slave_readdata[0] <= 1'b0;
	end else if(state_current == R_DATA_15) begin
		avalon_slave_readdata[0] <= mdio_in;
	end
end
always_ff @ (posedge mdc) begin
	if(reset) begin
		avalon_slave_readdata[1] <= 1'b0;
	end else if(state_current == R_DATA_14) begin
		avalon_slave_readdata[1] <= mdio_in;
	end
end
always_ff @ (posedge mdc) begin
	if(reset) begin
		avalon_slave_readdata[2] <= 1'b0;
	end else if(state_current == R_DATA_13) begin
		avalon_slave_readdata[2] <= mdio_in;
	end
end
always_ff @ (posedge mdc) begin
	if(reset) begin
		avalon_slave_readdata[3] <= 1'b0;
	end else if(state_current == R_DATA_12) begin
		avalon_slave_readdata[3] <= mdio_in;
	end
end
always_ff @ (posedge mdc) begin
	if(reset) begin
		avalon_slave_readdata[4] <= 1'b0;
	end else if(state_current == R_DATA_11) begin
		avalon_slave_readdata[4] <= mdio_in;
	end
end
always_ff @ (posedge mdc) begin
	if(reset) begin
		avalon_slave_readdata[5] <= 1'b0;
	end else if(state_current == R_DATA_10) begin
		avalon_slave_readdata[5] <= mdio_in;
	end
end
always_ff @ (posedge mdc) begin
	if(reset) begin
		avalon_slave_readdata[6] <= 1'b0;
	end else if(state_current == R_DATA_9) begin
		avalon_slave_readdata[6] <= mdio_in;
	end
end
always_ff @ (posedge mdc) begin
	if(reset) begin
		avalon_slave_readdata[7] <= 1'b0;
	end else if(state_current == R_DATA_8) begin
		avalon_slave_readdata[7] <= mdio_in;
	end
end
always_ff @ (posedge mdc) begin
	if(reset) begin
		avalon_slave_readdata[8] <= 1'b0;
	end else if(state_current == R_DATA_7) begin
		avalon_slave_readdata[8] <= mdio_in;
	end
end
always_ff @ (posedge mdc) begin
	if(reset) begin
		avalon_slave_readdata[9] <= 1'b0;
	end else if(state_current == R_DATA_6) begin
		avalon_slave_readdata[9] <= mdio_in;
	end
end
always_ff @ (posedge mdc) begin
	if(reset) begin
		avalon_slave_readdata[10] <= 1'b0;
	end else if(state_current == R_DATA_5) begin
		avalon_slave_readdata[10] <= mdio_in;
	end
end
always_ff @ (posedge mdc) begin
	if(reset) begin
		avalon_slave_readdata[11] <= 1'b0;
	end else if(state_current == R_DATA_4) begin
		avalon_slave_readdata[11] <= mdio_in;
	end
end
always_ff @ (posedge mdc) begin
	if(reset) begin
		avalon_slave_readdata[12] <= 1'b0;
	end else if(state_current == R_DATA_3) begin
		avalon_slave_readdata[12] <= mdio_in;
	end
end
always_ff @ (posedge mdc) begin
	if(reset) begin
		avalon_slave_readdata[13] <= 1'b0;
	end else if(state_current == R_DATA_2) begin
		avalon_slave_readdata[13] <= mdio_in;
	end
end
always_ff @ (posedge mdc) begin
	if(reset) begin
		avalon_slave_readdata[14] <= 1'b0;
	end else if(state_current == R_DATA_1) begin
		avalon_slave_readdata[14] <= mdio_in;
	end
end
always_ff @ (posedge mdc) begin
	if(reset) begin
		avalon_slave_readdata[15] <= 1'b0;
	end else if(state_current == R_DATA_0) begin
		avalon_slave_readdata[15] <= mdio_in;
	end
end
assign avalon_slave_waitrequest = !(state_current == W_DONE || state_current == R_DONE);
always_ff @ (posedge clk) begin
	if(reset) begin
		state_current <= IDLE;
	end else begin
		state_current <= state_next;
	end
end
always_comb begin
	state_next = state_current;
	unique case(state_current)
		IDLE: begin
			if(avalon_slave_read) begin
				state_next = R_PREP;
			end else if(avalon_slave_write) begin
				state_next = W_PREP;
			end
		end
		R_PREP:       if(counter == 6'b0) state_next = R_START_0;
		R_START_0:    if(counter == 6'b0) state_next = R_START_1;
		R_START_1:    if(counter == 6'b0) state_next = R_OPCODE_0;
		R_OPCODE_0:   if(counter == 6'b0) state_next = R_OPCODE_1;
		R_OPCODE_1:   if(counter == 6'b0) state_next = R_PHY_ADDR_0;
		R_PHY_ADDR_0: if(counter == 6'b0) state_next = R_PHY_ADDR_1;
		R_PHY_ADDR_1: if(counter == 6'b0) state_next = R_PHY_ADDR_2;
		R_PHY_ADDR_2: if(counter == 6'b0) state_next = R_PHY_ADDR_3;
		R_PHY_ADDR_3: if(counter == 6'b0) state_next = R_PHY_ADDR_4;
		R_PHY_ADDR_4: if(counter == 6'b0) state_next = R_REG_ADDR_0;
		R_REG_ADDR_0: if(counter == 6'b0) state_next = R_REG_ADDR_1;
		R_REG_ADDR_1: if(counter == 6'b0) state_next = R_REG_ADDR_2;
		R_REG_ADDR_2: if(counter == 6'b0) state_next = R_REG_ADDR_3;
		R_REG_ADDR_3: if(counter == 6'b0) state_next = R_REG_ADDR_4;
		R_REG_ADDR_4: if(counter == 6'b0) state_next = R_TA_0;
		R_TA_0:       if(counter == 6'b0) state_next = R_TA_1;
		R_TA_1:       if(counter == 6'b0) state_next = R_DATA_0;
		R_DATA_0:     if(counter == 6'b0) state_next = R_DATA_1;
		R_DATA_1:     if(counter == 6'b0) state_next = R_DATA_2;
		R_DATA_2:     if(counter == 6'b0) state_next = R_DATA_3;
		R_DATA_3:     if(counter == 6'b0) state_next = R_DATA_4;
		R_DATA_4:     if(counter == 6'b0) state_next = R_DATA_5;
		R_DATA_5:     if(counter == 6'b0) state_next = R_DATA_6;
		R_DATA_6:     if(counter == 6'b0) state_next = R_DATA_7;
		R_DATA_7:     if(counter == 6'b0) state_next = R_DATA_8;
		R_DATA_8:     if(counter == 6'b0) state_next = R_DATA_9;
		R_DATA_9:     if(counter == 6'b0) state_next = R_DATA_10;
		R_DATA_10:    if(counter == 6'b0) state_next = R_DATA_11;
		R_DATA_11:    if(counter == 6'b0) state_next = R_DATA_12;
		R_DATA_12:    if(counter == 6'b0) state_next = R_DATA_13;
		R_DATA_13:    if(counter == 6'b0) state_next = R_DATA_14;
		R_DATA_14:    if(counter == 6'b0) state_next = R_DATA_15;
		R_DATA_15:    if(counter == 6'b0) state_next = R_DONE;
		R_DONE: begin
			if(~avalon_slave_read) begin
				state_next = IDLE;
			end
		end
		W_PREP:       if(counter == 6'b0) state_next = W_START_0;
		W_START_0:    if(counter == 6'b0) state_next = W_START_1;
		W_START_1:    if(counter == 6'b0) state_next = W_OPCODE_0;
		W_OPCODE_0:   if(counter == 6'b0) state_next = W_OPCODE_1;
		W_OPCODE_1:   if(counter == 6'b0) state_next = W_PHY_ADDR_0;
		W_PHY_ADDR_0: if(counter == 6'b0) state_next = W_PHY_ADDR_1;
		W_PHY_ADDR_1: if(counter == 6'b0) state_next = W_PHY_ADDR_2;
		W_PHY_ADDR_2: if(counter == 6'b0) state_next = W_PHY_ADDR_3;
		W_PHY_ADDR_3: if(counter == 6'b0) state_next = W_PHY_ADDR_4;
		W_PHY_ADDR_4: if(counter == 6'b0) state_next = W_REG_ADDR_0;
		W_REG_ADDR_0: if(counter == 6'b0) state_next = W_REG_ADDR_1;
		W_REG_ADDR_1: if(counter == 6'b0) state_next = W_REG_ADDR_2;
		W_REG_ADDR_2: if(counter == 6'b0) state_next = W_REG_ADDR_3;
		W_REG_ADDR_3: if(counter == 6'b0) state_next = W_REG_ADDR_4;
		W_REG_ADDR_4: if(counter == 6'b0) state_next = W_TA_0;
		W_TA_0:       if(counter == 6'b0) state_next = W_TA_1;
		W_TA_1:       if(counter == 6'b0) state_next = W_DATA_0;
		W_DATA_0:     if(counter == 6'b0) state_next = W_DATA_1;
		W_DATA_1:     if(counter == 6'b0) state_next = W_DATA_2;
		W_DATA_2:     if(counter == 6'b0) state_next = W_DATA_3;
		W_DATA_3:     if(counter == 6'b0) state_next = W_DATA_4;
		W_DATA_4:     if(counter == 6'b0) state_next = W_DATA_5;
		W_DATA_5:     if(counter == 6'b0) state_next = W_DATA_6;
		W_DATA_6:     if(counter == 6'b0) state_next = W_DATA_7;
		W_DATA_7:     if(counter == 6'b0) state_next = W_DATA_8;
		W_DATA_8:     if(counter == 6'b0) state_next = W_DATA_9;
		W_DATA_9:     if(counter == 6'b0) state_next = W_DATA_10;
		W_DATA_10:    if(counter == 6'b0) state_next = W_DATA_11;
		W_DATA_11:    if(counter == 6'b0) state_next = W_DATA_12;
		W_DATA_12:    if(counter == 6'b0) state_next = W_DATA_13;
		W_DATA_13:    if(counter == 6'b0) state_next = W_DATA_14;
		W_DATA_14:    if(counter == 6'b0) state_next = W_DATA_15;
		W_DATA_15:    if(counter == 6'b0) state_next = W_DONE;
		W_DONE: begin
			if(~avalon_slave_write) begin
				state_next = IDLE;
			end
		end
	endcase
end
always_comb begin
	mdio_oen = 1'b1;
	mdio_out = 1'b0;
	unique case(state_current)
		W_START_0:    begin mdio_oen = 1'b0; mdio_out = 1'b0; end
		W_START_1:    begin mdio_oen = 1'b0; mdio_out = 1'b1; end
		W_OPCODE_0:   begin mdio_oen = 1'b0; mdio_out = 1'b0; end
		W_OPCODE_1:   begin mdio_oen = 1'b0; mdio_out = 1'b1; end
		W_PHY_ADDR_0: begin mdio_oen = 1'b0; mdio_out = phy_addr[4]; end
		W_PHY_ADDR_1: begin mdio_oen = 1'b0; mdio_out = phy_addr[3]; end
		W_PHY_ADDR_2: begin mdio_oen = 1'b0; mdio_out = phy_addr[2]; end
		W_PHY_ADDR_3: begin mdio_oen = 1'b0; mdio_out = phy_addr[1]; end
		W_PHY_ADDR_4: begin mdio_oen = 1'b0; mdio_out = phy_addr[0]; end
		W_REG_ADDR_0: begin mdio_oen = 1'b0; mdio_out = avalon_slave_address[4]; end
		W_REG_ADDR_1: begin mdio_oen = 1'b0; mdio_out = avalon_slave_address[3]; end
		W_REG_ADDR_2: begin mdio_oen = 1'b0; mdio_out = avalon_slave_address[2]; end
		W_REG_ADDR_3: begin mdio_oen = 1'b0; mdio_out = avalon_slave_address[1]; end
		W_REG_ADDR_4: begin mdio_oen = 1'b0; mdio_out = avalon_slave_address[0]; end
		W_TA_0:       begin mdio_oen = 1'b0; mdio_out = 1'b1; end
		W_TA_1:       begin mdio_oen = 1'b0; mdio_out = 1'b0; end
		W_DATA_0:     begin mdio_oen = 1'b0; mdio_out = avalon_slave_writedata[15]; end
		W_DATA_1:     begin mdio_oen = 1'b0; mdio_out = avalon_slave_writedata[14]; end
		W_DATA_2:     begin mdio_oen = 1'b0; mdio_out = avalon_slave_writedata[13]; end
		W_DATA_3:     begin mdio_oen = 1'b0; mdio_out = avalon_slave_writedata[12]; end
		W_DATA_4:     begin mdio_oen = 1'b0; mdio_out = avalon_slave_writedata[11]; end
		W_DATA_5:     begin mdio_oen = 1'b0; mdio_out = avalon_slave_writedata[10]; end
		W_DATA_6:     begin mdio_oen = 1'b0; mdio_out = avalon_slave_writedata[9]; end
		W_DATA_7:     begin mdio_oen = 1'b0; mdio_out = avalon_slave_writedata[8]; end
		W_DATA_8:     begin mdio_oen = 1'b0; mdio_out = avalon_slave_writedata[7]; end
		W_DATA_9:     begin mdio_oen = 1'b0; mdio_out = avalon_slave_writedata[6]; end
		W_DATA_10:    begin mdio_oen = 1'b0; mdio_out = avalon_slave_writedata[5]; end
		W_DATA_11:    begin mdio_oen = 1'b0; mdio_out = avalon_slave_writedata[4]; end
		W_DATA_12:    begin mdio_oen = 1'b0; mdio_out = avalon_slave_writedata[3]; end
		W_DATA_13:    begin mdio_oen = 1'b0; mdio_out = avalon_slave_writedata[2]; end
		W_DATA_14:    begin mdio_oen = 1'b0; mdio_out = avalon_slave_writedata[1]; end
		W_DATA_15:    begin mdio_oen = 1'b0; mdio_out = avalon_slave_writedata[0]; end
		R_START_0:    begin mdio_oen = 1'b0; mdio_out = 1'b0; end
		R_START_1:    begin mdio_oen = 1'b0; mdio_out = 1'b1; end
		R_OPCODE_0:   begin mdio_oen = 1'b0; mdio_out = 1'b1; end
		R_OPCODE_1:   begin mdio_oen = 1'b0; mdio_out = 1'b0; end
		R_PHY_ADDR_0: begin mdio_oen = 1'b0; mdio_out = phy_addr[4]; end
		R_PHY_ADDR_1: begin mdio_oen = 1'b0; mdio_out = phy_addr[3]; end
		R_PHY_ADDR_2: begin mdio_oen = 1'b0; mdio_out = phy_addr[2]; end
		R_PHY_ADDR_3: begin mdio_oen = 1'b0; mdio_out = phy_addr[1]; end
		R_PHY_ADDR_4: begin mdio_oen = 1'b0; mdio_out = phy_addr[0]; end
		R_REG_ADDR_0: begin mdio_oen = 1'b0; mdio_out = avalon_slave_address[4]; end
		R_REG_ADDR_1: begin mdio_oen = 1'b0; mdio_out = avalon_slave_address[3]; end
		R_REG_ADDR_2: begin mdio_oen = 1'b0; mdio_out = avalon_slave_address[2]; end
		R_REG_ADDR_3: begin mdio_oen = 1'b0; mdio_out = avalon_slave_address[1]; end
		R_REG_ADDR_4: begin mdio_oen = 1'b0; mdio_out = avalon_slave_address[0]; end
		R_TA_0:       begin mdio_oen = 1'b1; end
		R_TA_1:       begin mdio_oen = 1'b0; mdio_out = 1'b0; end
		default: ;
	endcase
end
endmodule
</file>
<file path="run.sh">
#!/bin/bash
# OpenROAD 26Q1-2900-gdf79404cd8, Yosys 0.63+post, stock flow scripts
make -C /OpenROAD-flow-scripts/flow DESIGN_CONFIG=/design/flow/config.mk WORK_HOME=/design/flow/orfs finish
</file>
==> impl_metrics.yaml <==
# generated from flow reports
sta:
  drv_slew: 0
  fmaxAchievable_mhz: 215
  timing.final.ws_setup_ns: 2.56
  rsz0062_at_grt: "false"
  worstMarginPinSlew_ns: 0.936
  fin_setup_tns_ns: 0
  relSlewSlack_pct: 37.1
  untimed_endpoints: 32
  unclocked_regs: 16
  setup_viol: 0
  finalClockPeriodUsage_pct: 64.5
  clock_skew_ns: 0.00505
  finalHoldViolCount: 0
  whs_ns: 0.501
  fin_crit_ns: 4.64
yosys:
  synthFlopType: "dfxtp_1"
  ys_sh_aoi_pct: 27.6
  mux_area_share_pct: 5.33
  ys_seq_share_pct: 19.2
  yosys_area_um2: 3030
  ys_cells: 451
  yosys.area_share.xor_xnor_pct: 2.02
  edf_count: 0
  avgSynthCellArea_um2: 6.72
  synth_flops: 29
  yosys.area_share.simple_pct: 34.4
  yosys_warnings: 1
  synth.logic.top_family: "simple AND/OR/NAND/NOR gates"
  synth_area_um2: 3030
  netlist_instances: 451
  fa_ha_area_share_pct: 0.743
  ys_async_sr_fraction_pct: 0
  yosysUniqueCellTypes: 64
place:
  gp_congestion: 0.960
  hpwl_mm: 7.13
  dp_slack_ns: 2.55
  portBuffers: 50
  place_area_um2: 3470
detailed_routing:
  route.antenna.remaining_nets: 0
  viasPerCell: 6.49
  dr.pass1.iters: 5
  vias: 3543
  drtIter0Drc: 503
  wire_per_inst_um: 18.9
  drc_errors: 0
  antennaDiodeCount: 0
  totalWireLength_mm: 10.3
clocking:
  hold_buffers: 0
  htree_num_levels: 1
  clock_latency_ns: 0.25
  cts_tree: "built"
  postCtsSetupBuffers: 0
  cts_inserted_buffers: 3
  cts_buffer_depth: 2
  clk_pin_slew_ns: 0.06
  postCtsResizedCells: 0
  clockRootBuffer: "clkbuf_8"
cells_and_area:
  fillers: 534
  area_delta_synth_final_pct: 16.1
  final_cell_mix: "52 x nand2_1, 50 x clkdlybuf4s50_1, 38 x nor2_1, 29 x dfxtp_1, 27 x nand3_1"
  flop_area_um2: 581
  combGateArea_um2: 2180
  final_area_um2: 3520
  layout_top_cell: "nand2_1"
  drive_gt1_share_pct: 5.27
floorplanning:
  die_h_um: 79.9
  dieArea_um2: 6380
  core_region_area_um2: 5680
  rows: 27
  fp_util_pct: 53.4
  die_x_um: 79.9
  io_pins: 83
setup_path:
  worst-setup-path-type: "primary input to output port"
  reg2regPathDepth: 8
  cp-start-kind: "primary input"
  critPathRequiredTime_ns: 5.76
  end_kind: "output port"
  critPathArrivalTime_ns: 3.20
  cp_max_fo: 1
  r2r_slack_ns: 4.33
global_routing:
  grt_use_met2_pct: 47.9
  met3_usage_pct: 6.84
  grt_pass1_wl_mm: 16.3
  grt_max_degree: 50
  first_global_vias: 3056
  grt_use_total_pct: 33.3
  gr-usage-met1_pct: 50.1
  antenna_found_initial: 0
  grt.busiest_layer: "met1"
  grt_overflow: 0
pwr:
  power.density_nw_per_um2: 228
  p_leak_nw: 1.21
  ir_drop_mv: 0.385
  power_mw: 0.804
worst_hold_path:
  worstHoldPathCells: 1
  hold_class: "flip-flop to flip-flop"
job:
  maxCapViolCount: 0
  warnings: 43
outcome:
  status: "finished clean"
-- final timing paths --
path	from	end
hold / removal	counter[0]$_SDFF_PP0_	counter[0]$_SDFF_PP0_
setup / recovery	avalon_slave_writedata[4]	mdio_out
setup reg to reg	counter[0]$_SDFF_PP0_	state_current[5]$_DFF_P_
hold reg to reg	counter[0]$_SDFF_PP0_	counter[0]$_SDFF_PP0_
-- layer usage --
metal / vias up / wire, um
met5: - / 0
met4: 0 / 322
met3: 38 / 1240
met2: 256 / 4380
met1: 1567 / 4390
li1: 1682 / -
-- worst max-delay path, cell delays in order --
cell,delay (ns)
clkdlybuf4s50_1,0.39
mux2_2,0.27
a32oi_1,0.20
o311ai_0,0.14
o21ai_0,0.24
nand4_1,0.12
clkdlybuf4s50_1,0.41
-- synth_stat cells, types with 6 or more instances --
master	n	area (um^2)
nand3_1	27	135
inv_1	8	30.0
a31oi_1	9	56.3
nor3_1	18	90.1
nand4_1	11	68.8
o21ai_0	25	125
o22ai_1	10	62.6
nand2b_1	14	87.6
nor2b_1	12	75.1
dfxtp_1	29	581
nor2_1	38	143
a21oi_1	26	130
a32oi_1	6	52.6
clkbuf_1	32	120
o211ai_1	6	45.0
xnor2_1	7	61.3
buf_4	16	120
mux2i_1	15	150
nand2_1	52	195
-- stage by stage --
step                      util [%]  cells
after floorplan                  -    466
after global placement        61.2    542
after detailed placement      61.2    542
after CTS                     62.0    546
after global routing          62.0    546
final                         62.0    546
-- power by group --
group | internal [mW] | switching (mW) | leakage, nW
Combinational | 0.209 | 0.356 | 0.950
Clock | 0.0392 | 0.0295 | 0.0228
Sequential | 0.137 | 0.0330 | 0.236
Total | 0.385 | 0.418 | 1.21
-- cell type report --
cell class / count / area share, %
Timing Repair Buffer: 61 / 16.6
Clock buffer: 4 / 1.28
Sequential cell: 29 / 16.5
Multi-Input combinational cell: 370 / 62.0
Tap cell: 72 / 2.56
Inverter: 10 / 1.07
-- sequential cells by signal, indices dropped and copies added (netlist names) --
| signal | cells |
|---|---|
| counter | 6 |
| avalon_slave_readdata | 16 |
| state_current | 7 |
-- kinds of logic (layout without fill, tap and decap cells) --
family / count (synthesis) / after routing
adders and majority gates: 2 / 2
DFF: 29 / 29
xor gates and xnor gates: 7 / 7
and+or+nand+nor: 204 / 204
AOI/OAI and AO/OA: 125 / 125
other: 1 / 16
buffers and inverters: 67 / 75
muxes: 16 / 16
No activity file was given, so power comes from the tool's default toggle rates.
